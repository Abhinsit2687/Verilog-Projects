`design/flow/run.sh`:
```
#!/bin/bash
# OpenROAD 26Q1-2900-gdf79404cd8, Yosys 0.63+post, stock flow scripts
make -C /OpenROAD-flow-scripts/flow DESIGN_CONFIG=/design/flow/config.mk WORK_HOME=/design/flow/orfs finish
```
`design/flow/config.mk`:
```
export PLATFORM = sky130hd
export DESIGN_NAME = spi
export DESIGN_NICKNAME = spi
export VERILOG_FILES = /design/flow/design.v
export SDC_FILE = /design/flow/constraint.sdc
export NUM_CORES = 4
export LEC_CHECK = 1
export CORE_UTILIZATION = 40
```
`design/flow/constraint.sdc`:
```
current_design spi

set clk_period 6.3
set clk_io_pct 0.2

create_clock -name clk0 -period $clk_period [get_ports {clk}]

set non_clock_inputs [all_inputs -no_clocks]
set_input_delay [expr $clk_period * $clk_io_pct] -clock clk0 $non_clock_inputs
set_output_delay [expr $clk_period * $clk_io_pct] -clock clk0 [all_outputs]
```
`design/flow/design.v`:
```
`timescale 1ns / 1ps
module spi
(
    input clk, start,
    input [11:0] din,
    output reg cs, mosi, done,
    output sclk
);
integer count = 0;
reg sclk = 0;
always @(posedge clk)
begin
    if (count < 10)
        count <= count + 1;
    else
        begin
            count <= 0;
            sclk <= ~sclk;
        end
end
parameter idle = 0, start_tx = 1, send = 2, end_tx = 3;
reg [1:0] state = idle;
reg [11:0] temp;
integer bitcount = 0;
always @(posedge sclk)
begin
    case(state)
        idle: begin
            mosi <= 1'b0;
            cs <= 1'b1;
            done <= 1'b0;
            if(start)
                state <= start_tx;
            else
                state <= idle;
        end
        start_tx: begin
            cs <= 1'b0;
            temp <= din;
            state <= send;
        end
        send: begin
            if(bitcount <= 11)
            begin
                bitcount <= bitcount + 1;
                mosi <= temp[bitcount];
                state <= send;
            end
            else
            begin
                bitcount <= 0;
                state <= end_tx;
                mosi <= 1'b0;
            end
        end
        end_tx: begin
            cs <= 1'b1;
            state <= idle;
            done <= 1'b1;
        end
        default: state <= idle;
    endcase
end
assign sclk = sclkt;
endmodule
```
==> run_results.csv <==
group,metric,value,unit
setup_path,crit_slowest_cell,"clkdlybuf4s50_1",
layout,utilization,45.4,%
synthesis,synth_xor_xnor_area_share,5.82,%
synthesis,ys_seq_share,52.3,%
floorplan,ios,18,
clock_tree,clk_latency,0.29,ns
final_timing,worstMarginPinSlew,0.673,ns
final_timing,min_period_over_period,38.0,%
routing,diodes,0,
final_timing,setup_viol,0,
clock_tree,ctsResizeCount,0,
power,ir_worst_vdd,0.000157,V
global_routing,groute.usage.overall,15.1,%
floorplan,dieArea,10600,um2
setup_path,critPathTopFamily,"buffers and inverters",
final_timing,report.final.hold_viol_count,0,
place,gp_congestion,0.809,
flow_run,max_cap_violations,0,
synthesis,netlist_instances,385,
global_routing,overflow,0,
clock_tree,cts_setup_buffers,0,
routing,antenna_left,0,
floorplan,initial_core_util,41.3,%
synthesis,ys_cells,385,
power,leakagePower,1.51,nW
routing,drcViolationCount,0,
setup_path,worst_setup_path_start_kind,"flop",
synthesis,ys_sh_mux,1.91,%
synthesis,compound_area_share,10.0,%
setup_path,regToRegSetupSlack,4.10,ns
run_status,status,"finished clean",
global_routing,antenna_found_initial,0,
routing,routed_via_density,5.55,
floorplan,die_w,103,um
synthesis,synthesis.area,4060,um2
routing,drt_pass1_iterations,4,
clock_tree,h-tree-depth,2,
synthesis,yosysWarnings,3,
setup_path,path_class,"reg -> out",
final_timing,tns,0,ns
global_routing,grt_pass1_wl,12.5,mm
final_timing,unclocked_regs,49,
routing,num_vias,2939,
clock_tree,clkSlewWorstSetupHoldPaths,0.07,ns
synthesis,synth_flops,82,
floorplan,die_height,103,um
synthesis,ff_type,"edfxtp_1",
clock_tree,cts_made_buffers,5,
floorplan,rows,36,
clock_tree,cts_tree,"built",
clock_tree,cts_hold_buf,0,
setup_path,required,5.04,ns
synthesis,syn_area_per_cell,10.5,um2
synthesis,ys_chip_area,4060,um2
clock_tree,clockBufferDepth,2,
final_timing,max_freq,418,MHz
final_timing,min_period,2.39,ns
power,cellPowerDensity,88.3,nW/um2
routing,drt-wirelength-per-cell,13.6,um
setup_path,critical_path.max_fanout,4,
final_timing,finClkSkew,0.00630,ns
setup_path,crit_path_max_incr_delay,0.47,ns
final_timing,slew_violations,0,
layout,final_cell_mix,"edfxtp_1 (48), dfxtp_1 (34), a21oi_1 (32)",
global_routing,grt_pass1_vias,2686,
worst_hold_path,hp-class,"reg -> reg",
synthesis,top_logic_kind,"simple AND/OR/NAND/NOR gates",
synthesis,synth_cell_type_count,40,
synthesis,synthAdderAreaFrac,2.16,%
flow_run,warning_count,29,
synthesis,ys_async_sr_fraction,0,%
final_timing,rsz0062_at_grt,"false",
synthesis,synthSimpleGateAreaFrac,24.8,%
place,dpl.hpwl,4.97,mm
synthesis,edf_count,48,
layout,drive_gt1_share,6.80,%
final_timing,slew_headroom,55.1,%
floorplan,core_region_area,9820,um2
setup_path,crit_chain,"clkdlybuf4s50_1",
setup_path,crit_buf_inv,1,
layout,area_delta_synth_final,9.86,%
clock_tree,cts-root-buf,"clkbuf_8",
global_routing,grt_max_degree,49,
setup_path,cp_data_arrival_time,1.13,ns
setup_path,end_kind,"primary output",
routing,finalWirelength,7.22,mm
routing,drt_first_iter_violations,108,
place,portBuffers,17,
final_timing,untimed_endpoints,99,
layout,lay_top_count,"edfxtp_1",
==> where the power goes <==
part / switching, mW / internal, mW
clock network: 0.0763 / 0.0987
logic: 0.00109 / 0.00702
registers: 0 / 0.211
==> flip-flops by register name, indices dropped and copies added, names as in the netlist <==
register and flops:
bitcount 32, count 32, cs 1, done 1, mosi 1, sclk 1
state 2, temp 12
==> final timing paths <==
| path | cells after the start | start | endpoint |
|---|---|---|---|
| hold reg to reg | 1 | count[0]$_SDFF_PN0_ | count[0]$_SDFF_PN0_ |
| setup reg to reg | 5 | count[1]$_SDFF_PN0_ | count[26]$_SDFF_PN0_ |
| setup / recovery | 1 | sclk$_DFFE_PN_ | sclk |
| hold / removal | 1 | count[0]$_SDFF_PN0_ | count[0]$_SDFF_PN0_ |
==> cell type report <==
type	instances	area, um2
clock buffers	7	96.3
clock inverters	1	5.00
fillers	954	5360
inverters	11	41.3
multi-input cells	275	1830
flip-flops and latches	82	2120
well taps	133	166
repair buffers	21	200
==> Yosys cell counts, drive strengths merged (11+ instances only) <==
library cell,number,area [um2]
dfxtp,34,681
or3,12,77.6
edfxtp,48,1440
xor2,15,131
nand2,16,60.1
and4,12,106
nand4,19,149
nor4,16,100
a21oi,33,165
inv,11,41.3
o31ai,18,135
nor2,31,116
o21ai,15,75.1
clkbuf,11,43.8
xnor2,12,105
or4,22,173
nand3,19,100
==> metal layers <==
metal  track usage (%)  part of all wire [%]  up-vias
li1                  -                     -     1515
met1              24.1                    50     1371
met2              24.1                    46       45
met3              1.79                   2.7        8
met4              1.84                   1.4        0
met5                 0                     0        -
==> per-stage QoR <==
step	instances	power, mW	worst slack, ns	cell area, um2	hold slack (ns)
floorplan	385	0.216	4.18	4060	0.441
global placement	522	0.224	4.16	4360	0.456
detailed placement	522	0.224	4.10	4360	0.475
CTS	530	0.399	3.90	4460	0.491
global route	530	0.408	3.85	4460	0.523
finish	530	0.394	3.91	4460	0.489
==> kinds of logic after synthesis <==
logic type | Yosys count
AOI/OAI and AO/OA | 70
DFF | 82
xor gates and xnor gates | 27
buffers and inverters | 28
muxes | 4
and+or+nand+nor | 167
adders and majority gates | 7
Power is estimated from default activity; no workload was simulated.
